### constraint.sdc
current_design kogge_stone_adder

set clk_period 10.6
set clk_io_pct 0.2

create_clock -name clk0 -period $clk_period

set non_clock_inputs [all_inputs -no_clocks]
set_input_delay [expr $clk_period * $clk_io_pct] -clock clk0 $non_clock_inputs
set_output_delay [expr $clk_period * $clk_io_pct] -clock clk0 [all_outputs]
### config.mk
export PLATFORM = sky130hd
export DESIGN_NAME = kogge_stone_adder
export DESIGN_NICKNAME = kogge_stone_adder
export VERILOG_FILES = /design/flow/design.v
export SDC_FILE = /design/flow/constraint.sdc
export NUM_CORES = 4
export LEC_CHECK = 1
export CORE_AREA = 10 10 104 104
export DIE_AREA = 0 0 114 114
### design.v
module kogge_stone_adder #(
    parameter WIDTH = 32
) (
    input  [WIDTH-1:0] a,
    input  [WIDTH-1:0] b,
    output [WIDTH-1:0] sum,
    output carry_out
);
    wire [WIDTH-1:0] g;
    wire [WIDTH-1:0] p;
    wire [WIDTH:0] c;
    assign g = a & b;
    assign p = a ^ b;
    assign c[0] = 0;  
    wire [WIDTH-1:0] g1, p1;
    assign g1[0] = g[0];
    assign p1[0] = p[0];
    genvar i;
    generate
        for (i = 1; i < WIDTH; i = i + 1) begin
            assign g1[i] = g[i] | (p[i] & g[i-1]);
            assign p1[i] = p[i] & p[i-1];
        end
    endgenerate
    wire [WIDTH-1:0] g2, p2;
    assign g2[1:0] = g1[1:0];
    assign p2[1:0] = p1[1:0];
    generate
        for (i = 2; i < WIDTH; i = i + 1) begin
            assign g2[i] = g1[i] | (p1[i] & g1[i-2]);
            assign p2[i] = p1[i] & p1[i-2];
        end
    endgenerate
    wire [WIDTH-1:0] g3, p3;
    assign g3[3:0] = g2[3:0];
    assign p3[3:0] = p2[3:0];
    generate
        for (i = 4; i < WIDTH; i = i + 1) begin
            assign g3[i] = g2[i] | (p2[i] & g2[i-4]);
            assign p3[i] = p2[i] & p2[i-4];
        end
    endgenerate
    wire [WIDTH-1:0] g4, p4;
    assign g4[7:0] = g3[7:0];
    assign p4[7:0] = p3[7:0];
    generate
        for (i = 8; i < WIDTH; i = i + 1) begin
            assign g4[i] = g3[i] | (p3[i] & g3[i-8]);
            assign p4[i] = p3[i] & p3[i-8];
        end
    endgenerate
    wire [WIDTH-1:0] g5, p5;
    assign g5[15:0] = g4[15:0];
    assign p5[15:0] = p4[15:0];
    generate
        for (i = 16; i < WIDTH; i = i + 1) begin
            assign g5[i] = g4[i] | (p4[i] & g4[i-16]);
            assign p5[i] = p4[i] & p4[i-16];
        end
    endgenerate
    wire [WIDTH-1:0] g6, p6;
    assign g6[31:0] = g5[31:0];
    assign p6[31:0] = p5[31:0];
    generate
        for (i = 1; i < WIDTH; i = i + 1) begin
            assign c[i] = g6[i-1];
        end
    endgenerate
    assign c[WIDTH] = g6[WIDTH-1];
    assign sum = p ^ c[WIDTH-1:0];
    assign carry_out = c[WIDTH];
endmodule
### run.sh
#!/bin/bash
# OpenROAD 26Q1-2900-gdf79404cd8, Yosys 0.63+post, stock flow scripts
make -C /OpenROAD-flow-scripts/flow DESIGN_CONFIG=/design/flow/config.mk WORK_HOME=/design/flow/orfs finish
==> flow_summary.json <==
{
  "core_mm2": 0.00868,
  "crit_path_start_kind": "primary input",
  "path_cells": "clkdlybuf4s50_1 -> ha_1 -> a211oi_1 -> o21bai_1 -> o2111ai_1 -> o21ai_0 -> a31oi_1 -> a211oi_1 -> clkdlybuf4s50_1",
  "ff_latch_area_um2": 0,
  "fillCellCount": 937,
  "drive_gt1_share_pct": 2.79,
  "num_rows": 34,
  "fp.dieW_um": 114,
  "power_uw": 197,
  "routabilityCongestion": 0.910,
  "end_kind": "output pin",
  "detail_route.wl_per_cell_um": 15.2,
  "antenna_found_initial": 0,
  "rsz0062_at_grt": "no",
  "die-area_mm2": 0.0130,
  "hpwl_mm": 6.25,
  "initCoreUtil_pct": 21.8,
  "wirelength_mm": 7.06,
  "ys_cells": 274,
  "combGateArea_mm2": 0.00180,
  "synthDistinctLibCells": 48,
  "lay_top_count": "clkdlybuf4s50_1",
  "max_slew.worst_pin.slew_ps": 933,
  "ys_area_mm2": 0.00189,
  "finalInstanceArea_mm2": 0.00294,
  "avgSynthCellArea_um2": 6.91,
  "dr.pass1.iters": 4,
  "cp_slowest_cell": "o21ai_0",
  "ios": 97,
  "post_cts_resized": 0,
  "critPathMaxFanout": 9,
  "portBuffers": 97,
  "synth_area_mm2": 0.00189,
  "ff_count": 0,
  "synth_warnings": 0,
  "synth_cells": 274,
  "fin_crit_ps": 7280,
  "timing.fmax_mhz": 137,
  "hp-class": "in -> out",
  "postCtsSetupRepairBufs": 0,
  "vias_per_cell": 5.10,
  "areaGrowthSynthToFinish_pct": 55.3,
  "synth.yosys.seq_area_share_pct": 0,
  "clock_buffers": 0,
  "p_leak_uw": 0.00114,
  "place_area_mm2": 0.00294,
  "first_global_vias": 2368,
  "utilization_pct": 33.9,
  "status": "finished clean",
  "critPathMaxStageDelay_ps": 750,
  "peakVddDrop_uv": 25.7,
  "numPlacedInstances": 466,
  "grt_pass1_wl_mm": 11.5,
  "grt-ovfl-total": 0,
  "dr.first_iter.drc_count": 54,
  "vias": 2378,
  "cp.arrival_ps": 5160,
  "final_cell_count_no_fill": 466,
  "num_antenna_cells": 0,
  "grt_usage_pct": 10.4,
  "finalCritPeriodShare_pct": 68.7,
  "slew_violations": 0,
  "setup-tns-final_ps": 0,
  "grt_max_degree": 12,
  "path_class": "in -> out",
  "hold_violations": 0,
  "final_cell_mix": "97 x clkdlybuf4s50_1, 34 x a21oi_1, 32 x ha_1",
  "pwr_density_cell_mw_per_mm2": 67.0,
  "setup_viol": 0,
  "max-slew-margin-rel_pct": 37.1,
  "drc": 0,
  "hold_buffers": 0,
  "warning_count": 32,
  "worstPathRequired_ps": 8480,
  "ant_nets": 0,
  "die_y_um": 114,
  "cap_violations": 0
}
==> report_power, final <==
| group | total, uW | internal [uW] | switching, uW |
|---|---|---|---|
| registers | 0 | 0 | 0 |
| logic | 197 | 114 | 82.9 |
| clock network | 0 | 0 | 0 |
| total | 197 | 114 | 82.9 |
==> cells by family (layout without fill, tap and decap cells) <==
group	count (synthesis)	in the layout	synth area share [%]
buf+inv	24	108	5.22
simple gates	75	75	19.4
compound gates	115	115	40.6
mux	1	1	0.528
fa+ha+maj	33	33	22.2
xor+xnor	26	26	12.0
==> worst paths after layout <==
check | from | to | slack, ps | cells after the start
worst max-delay path | b[12] | sum[27] | 3320 | 9
worst min-delay path | b[0] | sum[0] | 5270 | 3
==> per-stage QoR <==
| stage | hold slack (ps) | setup WS (ps) |
|---|---|---|
| 2_1_floorplan | 4310 | 4490 |
| 3_3_place_gp | 5280 | 3370 |
| 3_5_place_dp | 5280 | 3300 |
| 4_1_cts | 5280 | 3310 |
| 5_1_grt | 5320 | 3040 |
| 6_report | 5270 | 3320 |
==> layer usage <==
layer / global-route usage (%) / up-vias / share of wire, %
met2: 18.0 / 52 / 47
li1: - / 1230 / -
met5: 0 / - / 0
met1: 13.7 / 1096 / 47
met4: 0 / 0 / 0
met3: 2.02 / 0 / 6.0
==> Yosys cell counts, types with 2 or more instances <==
library cell | count | area share [%]
xnor2_1 | 19 | 8.8
o21ai_0 | 21 | 5.5
nor2b_1 | 3 | 0.99
a21o_1 | 9 | 3.6
nand2_1 | 26 | 5.2
a21oi_1 | 34 | 9.0
nand4_1 | 7 | 2.3
o211ai_1 | 5 | 2.0
xor2_1 | 7 | 3.2
nand3_1 | 6 | 1.6
o21a_1 | 4 | 1.6
ha_1 | 32 | 21
nor4_1 | 2 | 0.66
buf_2 | 7 | 1.8
a31o_2 | 2 | 0.92
o41ai_1 | 2 | 0.92
nor3_1 | 5 | 1.3
nor2_1 | 16 | 3.2
clkbuf_1 | 6 | 1.2
a31oi_1 | 6 | 2.0
and3_1 | 2 | 0.66
a211oi_1 | 8 | 3.2
a311oi_1 | 2 | 0.92
o32ai_1 | 2 | 0.92
o2111ai_1 | 4 | 1.8
o21bai_1 | 4 | 1.6
inv_1 | 11 | 2.2
nor4b_1 | 2 | 0.92
==> layout make-up <==
class | instances | area share (%)
Inverter | 11 | 1.40
Multi-Input combinational cell | 250 | 61.0
Tap cell | 108 | 4.59
Timing Repair Buffer | 97 | 33.0
==> critical path: cells and delay by family <==
family / cells / cell delay [ps]
compound gates: 6 / 1690
fa+ha+maj: 1 / 440
buf+inv: 2 / 920
