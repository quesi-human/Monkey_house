--- flow/config.mk ---
export PLATFORM = sky130hd
export DESIGN_NAME = Dual_out_sigl_in_ram
export DESIGN_NICKNAME = Dual_out_sigl_in_ram
export VERILOG_FILES = /design/flow/design.v
export SDC_FILE = /design/flow/constraint.sdc
export NUM_CORES = 4
export LEC_CHECK = 1
export CORE_UTILIZATION = 40
--- flow/constraint.sdc ---
current_design Dual_out_sigl_in_ram

set clk_period 7.1
set clk_io_pct 0.2

create_clock -name clk0 -period $clk_period [get_ports {clk}]

set non_clock_inputs [all_inputs -no_clocks]
set_input_delay [expr $clk_period * $clk_io_pct] -clock clk0 $non_clock_inputs
set_output_delay [expr $clk_period * $clk_io_pct] -clock clk0 [all_outputs]
--- flow/design.v ---
module Dual_out_sigl_in_ram #(
    parameter BW = 32,
    parameter AW = 5
)(
    input   wire                clk,         
    input   wire                write_en,    
    input   wire    [BW - 1:0]  data_in,  
    input   wire    [AW - 1:0]  addr_in,   
    input   wire                read_en1,
    input   wire    [AW - 1:0]  addr_out_1,
    output  reg     [BW - 1:0]  data_out1, 
    input   wire                read_en2,  
    input   wire    [AW - 1:0]  addr_out_2,
    output  reg     [BW - 1:0]  data_out2   
);
            reg [31:0] mem [0:31];
    always @(posedge clk) 
    begin
        if (write_en) 
        begin
            mem[addr_in] <= data_in;
        end
    end
    always @(posedge clk) 
    begin
        if (read_en1) 
        begin
            data_out1 <= mem[addr_out_1];
        end
    end
    always @(posedge clk) 
    begin
        if (read_en2) 
        begin
            data_out2 <= mem[addr_out_2];
        end
    end
endmodule
--- flow/run.sh ---
#!/bin/bash
# OpenROAD 26Q1-2900-gdf79404cd8, Yosys 0.63+post, stock flow scripts
make -C /OpenROAD-flow-scripts/flow DESIGN_CONFIG=/design/flow/config.mk WORK_HOME=/design/flow/orfs finish
==> out/metrics.cfg <==
[die]
initCoreUtil_pct = 40.3
row_count = 130
core_region_area_um2 = 126000
die_w_um = 358
pin_count = 115
die-area_um2 = 128000
die.size.y_um = 358

[clocking]
cts_setup_buffers = 0
holdBufCountCts = 0
cts_buffers = 115
clkTransAtPathRegs_ns = 0.06
cts.path.max_buffers = 3
clock_latency_ns = 0.70
root_buffer = clkbuf_16
cts.repair.resized = 0
cts_tree = built
cts_sinks = 1088
htreeDepth = 3

[synthesis]
yosysSeqAreaShare_pct = 64.4
synth_area_um2 = 50700
ys_cells = 3450
avgSynthCellArea_um2 = 14.7
syn_inst = 3450
yosys_warnings = 1
synth-seq-cells = 1088
ys_types = 23
yosysChipArea_um2 = 50700

[timing]
setup_viol_count_final = 0
hold_viol = 0
finalMaxSlewViolations = 0
rsz0062_at_grt = no
fin_crit_ns = 3.68
post-route-period-util_pct = 51.8
finalClockSkew_ns = 0.0243
worst_pin_slew_ns = 0.953
fmax_mhz = 272
relSlewSlack_pct = 36.3
setup_ws_ns = 3.42
finalSetupTns_ns = 0
whs_ns = 0.697

[placement]
detailed_place_hpwl_um = 87000
gp_congestion = 0.869
dp_cells = 5089
pre_cts_ws_ns = 2.77
io_buffer_count = 114
dpl_cell_area_um2 = 53800

[drt]
route.met3.wl_um = 20800
routedWlPerCell_um = 29.8
vias = 31640
highest_layer = met5
routed_wl_um = 158000
wl_met2_um = 75000
viasPerCell = 5.97
ant_nets = 0
drc = 0
wl_met1_um = 56700
drtPass1Iterations = 5
drtIter0Drc = 2008

[finish]
layout-drive-gt1-share_pct = 9.42
n_fill_cell = 10765
design_area_um2 = 57500
area_growth_pct = 13.4
fin_cells = 5304
fin_util_pct = 45.7

[pwr]
p_leak_nw = 20.9
total_power_mw = 14.4
switching_share_pct = 22.9
power.share.clock_pct = 41.1
pwr_density_cell_nw_per_um2 = 250
vdd_drop_max_v = 0.000198
p_comb_share_pct = 8.3
p_int_mw = 11.1
p_switching_mw = 3.29
sequentialPowerShare_pct = 50.6

[global_routing]
grt_pass1_wl_um = 225000
grt_pass1_vias = 32885
grt_usage_pct = 26.5
grt_max_degree = 85
antenna_found_initial = 4
grt.overflow.total = 0

[setup_path]
critPathRequiredTime_ns = 7.52
critPathKind = in2reg
path_max_fanout = 39
cp.arrival_ns = 4.09
startpoint_type = input pin
endpoint_kind = flop

[hold_path]
min_path_type = reg2reg

[run]
cap_violations = 0
warnings = 26

[outcome]
status = finished clean

-- worst max-delay path, cell delays in order --
cell and delay, ns:
clkdlybuf4s50_1 0.62, and2_4 0.57, buf_4 0.67, a22o_1 0.25, nor3_1 0.04, a31oi_1 0.32
nand3_1 0.13
-- placed cells by master (no fill, tap or decap) --
cell / synthesis / layout
clkdlybuf4s50_1: 0 / 110
diode_2: 0 / 3
nor2b_4: 0 / 4
nor2_1: 35 / 1
clkbuf_1: 86 / 22
and2_4: 0 / 2
clkinv_4: 0 / 3
nand2b_2: 0 / 4
nand3b_1: 5 / 5
or3_1: 1 / 1
edfxtp_1: 1088 / 1088
or3b_2: 3 / 3
nand2_2: 0 / 2
nand3_1: 194 / 194
buf_2: 70 / 2
clkinv_1: 0 / 29
clkinv_2: 0 / 22
a31oi_1: 64 / 64
or2_2: 2 / 2
buf_4: 47 / 113
inv_6: 0 / 2
a22o_1: 128 / 128
buf_8: 0 / 2
a21oi_1: 192 / 192
clkbuf_16: 0 / 119
nor2_4: 0 / 34
nor3_1: 64 / 64
clkinvlp_4: 0 / 4
buf_12: 0 / 15
bufinv_16: 0 / 11
nand2_1: 195 / 193
mux2i_1: 1024 / 1024
a22oi_1: 192 / 192
-- per-layer routing --
| metal | track usage [%] | up-vias |
|---|---|---|
| li1 | - | 13905 |
| met1 | 33.1 | 15790 |
| met2 | 40.6 | 1651 |
| met3 | 15.1 | 290 |
| met4 | 7.46 | 4 |
| met5 | 0.407 | - |
-- state kept, by name, indices dropped and copies added (netlist names) --
signal     count
mem         1024
data_out1     32
data_out2     32
-- layout make-up --
cell class	count	area (µm²)	area share, %
Antenna cell	3	7.51	0.0131
Clock buffer	141	3060	5.32
Clock inverter	71	623	1.08
Multi-Input combinational cell	2109	16800	29.2
Sequential cell	1088	32700	56.8
Tap cell	1650	2060	3.59
Timing Repair Buffer	242	2290	3.98
-- cell usage after synthesis (all sizes together) --
cell type  number  share of area [%]
mux2i        1024                 20
a22o          128                2.2
a21oi         192                1.9
nand3b          5              0.074
nor3           64               0.63
buf           163                2.4
or3             1              0.012
a22oi         192                2.8
or2             2              0.025
a31oi          64               0.79
or3b            3              0.052
clkbuf         90               0.70
and2            2              0.025
nor2b           4              0.049
edfxtp       1088                 64
nand3         194                1.9
nand2         195                1.4
nor2           35               0.26
nand2b          4              0.049
-- power by group through the flow --
stage	Sequential (mW)	Clock, mW	Combinational [mW]
6_report	7.26	5.91	1.19
5_1_grt	7.27	6.23	1.27
4_1_cts	7.26	5.99	1.19
-- final timing paths --
kind / cells past startpoint / endpoint / slack (ns) / from
min reg2reg: 4 / data_out2[7] / 0.70 / mem[20][7]
max: 7 / data_out1[2] / 3.42 / addr_out_1[0]
min: 4 / data_out2[7] / 0.70 / mem[20][7]
max reg2reg: 5 / data_out2[0] / 5.46 / mem[0][0]
-- kinds of logic (layout without fill, tap and decap cells) --
| family | Yosys count | in the layout | synth area share (%) |
|---|---|---|---|
| buffers and inverters | 253 | 454 | 3.09 |
| other | 0 | 3 | 0 |
| muxes | 1024 | 1024 | 20.2 |
| AOI/OAI and AO/OA | 576 | 576 | 7.74 |
| and+or+nand+nor | 509 | 509 | 4.53 |
| DFF | 1088 | 1088 | 64.4 |
Power figures rest on the tool's default switching activity, not on a simulated workload.
