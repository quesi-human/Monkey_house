**flow/design.v**
```verilog
module WriteBack #(
    parameter BW = 32
)(
    input   wire                clk, rst,
    input   wire                memtoreg,
    input   wire                readwrite,
    input   wire    [BW - 1:0]  in_data,
    input   wire    [BW - 1:0]  in_origenal,
    input   wire    [BW - 1:0]  rd_in,
    output  reg                 return_readwrite,
    output  reg     [BW - 1:0]  return_data,
    output  reg     [4:0]       rd_out
);
    always @ (posedge clk)
    begin
        return_readwrite <= readwirte;
        rd_out           <= rd_in;
    end
    always @ (posedge clk)
    begin
        if (memtoreg)
        begin
            return_data <= in_data;
        end
        else
        begin
            return_data <= in_origenal;
        end
    end
endmodule
```
**flow/run.sh**
```bash
#!/bin/bash
# OpenROAD 26Q1-2900-gdf79404cd8, Yosys 0.63+post, stock flow scripts
make -C /OpenROAD-flow-scripts/flow DESIGN_CONFIG=/design/flow/config.mk WORK_HOME=/design/flow/orfs finish
```
**flow/constraint.sdc**
```tcl
current_design WriteBack

set clk_period 1.0
set clk_io_pct 0.2

create_clock -name clk0 -period $clk_period [get_ports {clk}]

set non_clock_inputs [all_inputs -no_clocks]
set_input_delay [expr $clk_period * $clk_io_pct] -clock clk0 $non_clock_inputs
set_output_delay [expr $clk_period * $clk_io_pct] -clock clk0 [all_outputs]
```
**flow/config.mk**
```make
export PLATFORM = sky130hd
export DESIGN_NAME = WriteBack
export DESIGN_NICKNAME = WriteBack
export VERILOG_FILES = /design/flow/design.v
export SDC_FILE = /design/flow/constraint.sdc
export NUM_CORES = 4
export LEC_CHECK = 1
export CORE_UTILIZATION = 30
```
==> flow_summary_export.csv <==
group,metric,value,unit
floorplan,die_boundary_height,67.73,um
floorplan,die_x_extent,67.73,um
logic_synthesis,synth-xor-area-share,0,%
detailed_routing,number_of_antenna_violating_nets_in_the_routed_design,0,
detailed_routing,route.detailed.wl_per_inst,11.92,um
placement,place.port_buffers,107,
logic_synthesis,synth.avg_cell_area,17.28,sq um
setup_path,worst-endpoint-arrival,0.76,ns
layout,filler_cell_count,353,
sta,fin_worst_hold_slack,0.2732,ns
outcome,outcome,"complete, no violations",
cts,postCtsHoldBufs,0,
global_route,grt_pass1_wl,3.967,mm
setup_path,critical-path-slowest-cell,"sky130_fd_sc_hd__dfxtp_1",
logic_synthesis,synth.yosys.warnings,3,
setup_path,cpPeakStageDelay,0.31,ns
placement,dp_hpwl,2.319,mm
flow_run,tool_warnings,54,
min_path,min_delay_worst_endpoint,"return_data[30]",
sta,max_freq,1.037,GHz
floorplan,floorplan.rows,23,
detailed_routing,dr.pass1.iters,2,
logic_synthesis,synthMuxAreaShare,36.49,%
layout,flow.area_growth_from_synthesis,82.63,%
placement,dpl_cell_area,0.002386,sq mm
detailed_routing,drt_first_iter_violations,21,
layout,drive_above_1_share,44.92,%
floorplan,initial_utilization,31.72,%
floorplan,io_pins,138,
setup_path,timing.critical_path.cells,"clkdlybuf4s15_1",
cts,post_cts_buffers,0,
logic_synthesis,post_syn_area,0.001296,sq mm
global_route,initial_antenna_violation_count,0,
global_route,grt_use_total,11.81,%
placement,gp_congestion,0.6781,
sta,timing.final.ws_setup,0.03557,ns
cts,num_cts_buffers,5,
sta,setup-tns-final,0,ns
min_path,timing.hold.worst.start,"memtoreg",
sta,finalClockPeriodUsage,96.44,%
setup_path,cp-start-kind,"flop",
cts,clockBufferDepth,2,
setup_path,worst_path_dominant_cell_family,"flip-flops",
logic_synthesis,post_synth_inst_count,75,
layout,postLayoutCoreUtil,57.93,%
detailed_routing,dr_total_vias,955,
setup_path,critical_path.endpoint_type,"output port",
global_route,grt_overflow_total,0,
global_route,grt_pass1_vias,850,
placement,preCtsSetupSlack,-0.006942,ns
layout,fin_area,0.002367,sq mm
detailed_routing,antenna_cells_inserted,0,
power_and_ir_drop,design_power_total,3.198,mW
logic_synthesis,synth.logic.top_family,"multiplexers",
detailed_routing,wirelength,2.826,mm
logic_synthesis,synth_chip_area,0.001296,sq mm
cts,numClockSinks,37,
sta,rsz0062_at_grt,"no",
power_and_ir_drop,total_leakage_power,1.065,nW
sta,final-hold-violation-count,0,
sta,final.min_clock_period,0.9644,ns
power_and_ir_drop,power.density,1351,mW/mm^2
detailed_routing,post-route-drc-count,0,
logic_synthesis,ys.flops,37,
cts,clkTransAtPathRegs,0.07,ns
flow_run,drv.max_cap_violation_count,0,
sta,final_count_of_negative_setup_slack_endpoints,0,
setup_path,criticalPathCategory,"reg2out",
logic_synthesis,synth-adder-area-share,0,%
sta,drv_slew,0,
setup_path,cp_data_required_time,0.80,ns
cts,clock-root-buffer,"sky130_fd_sc_hd__clkbuf_8",
floorplan,core_box_area,0.004086,sq mm
layout,fin_cells,237,
logic_synthesis,yosys.cell_types.count,7,
cts,cts_tree,"done",
setup_path,worst-path-buf-inv,1,
logic_synthesis,ys_seq_share,57.14,%
layout,register_area,760.7,sq um
min_path,worst_hold_path.num_cells,2,
setup_path,timing.critical_path.fanout_max,1,
logic_synthesis,synth-simple-area-share,0,%
global_route,pin_count_of_the_biggest_net_entering_global_routing,17,
placement,placed_cells_incl_taps,229,
min_path,timing.hold.worst.class,"in2reg",
floorplan,dieArea,0.004587,sq mm
detailed_routing,vias_per_cell,4.030,
layout,layout.area.comb,476.7,sq um
logic_synthesis,yosys_cells,75,
cts,cts_htree_levels,2,
logic_synthesis,synth-compound-area-share,0,%
power_and_ir_drop,power.ir.vdd_worst,0.6711,mV
cell type report:
| type | instances | area share (%) |
|---|---|---|
| repair buffers | 109 | 41.44 |
| flip-flops and latches | 37 | 32.14 |
| multi-input cells | 33 | 20.14 |
| clock buffers | 5 | 2.907 |
| well taps | 50 | 2.643 |
| clock inverters | 3 | 0.7400 |
per-layer routing:
layer  GRT usage (%)  vias to the layer above  share of wire [%]
li1                -                      472                  -
met1           13.54                      426                 35
met2           20.92                       52                 53
met3           4.281                        5                 10
met4           2.394                        0                1.7
met5               0                        -                  0
where the power goes:
part | internal (mW) | switching, mW
logic | 0.483 | 0.107
clock network | 0.480 | 0.508
registers | 1.60 | 0.0247
total | 2.56 | 0.640
cell usage in the layout, fill, tap and decap left out:
cell                              netlist  layout
sky130_fd_sc_hd__dfxtp_2                0      16
sky130_fd_sc_hd__buf_2                  0       1
sky130_fd_sc_hd__clkinvlp_4             0       1
sky130_fd_sc_hd__clkdlybuf4s15_1        0      12
sky130_fd_sc_hd__clkbuf_2               0      25
sky130_fd_sc_hd__dfxtp_1               37      21
sky130_fd_sc_hd__clkinv_2               0       2
sky130_fd_sc_hd__buf_12                 3       2
sky130_fd_sc_hd__clkbuf_8               0       5
sky130_fd_sc_hd__mux2_4                30      30
sky130_fd_sc_hd__clkdlybuf4s50_1        0      69
sky130_fd_sc_hd__conb_1                 1       1
sky130_fd_sc_hd__mux2_2                 2       2
worst max path at each step:
stage / startpoint / to / slack [ns] / depth (start not counted)
4_1_cts: return_data[11] / return_data[11] / 0.008 / 1
5_1_grt: return_data[25] / return_data[25] / 0.001 / 1
6_report: return_data[14] / return_data[14] / 0.04 / 1
repair_timing:
action                                  CTS  global route
gates cloned                              0             0
resized                                  74            41
endpoints found under the setup margin   37            28
cell usage after synthesis (all sizes together):
cell type  number  area [sq um]
mux2           32         473.0
dfxtp          37         740.7
conb            1         3.750
buf             5         78.83
state kept, by name (all words and copies together), names as in the netlist:
register,cells
rd_out,5
return_data,32
kinds of logic (layout without fill, tap and decap cells):
group,count (synthesis),count (layout)
flip-flops,37,37
multiplexers,32,32
other,1,1
buffers and inverters,5,117
No activity file was given, so power comes from the tool's default toggle rates.
